==> flow/design.v <==
`timescale 1ns / 1ps
module max_output(
	clk_in,
	rst_n,
	p_in,
	class_out
    );
input clk_in;
input rst_n;
input signed [19:0] p_in;
output reg [3:0] class_out = 0;
reg signed [19:0] max_tmp = 0;
reg [3:0] class_tmp = 0;
reg [3:0] cnt = 0;
always @ (posedge clk_in)
begin
	if(rst_n)
	begin
		max_tmp <= 0;
		class_tmp <= 0;
	end
	else
	begin
		if(p_in > max_tmp)
		begin
			max_tmp <= p_in;
			class_tmp <= cnt;
		end
		else
		begin
			max_tmp <= max_tmp;
			class_tmp <= class_tmp;
		end
	end
end
always @ (posedge clk_in)
begin
	if(rst_n)
	begin
		cnt <= 0;
		class_out <= 0;
	end
	else
	begin
		if(cnt == 11)
		begin
			cnt <= 11;
			class_out <= class_tmp;
		end
		else
		begin
			cnt <= cnt + 1;
			class_out <= 0;
		end
	end
end
endmodule
==> flow/run.sh <==
#!/bin/bash
# OpenROAD 26Q1-2900-gdf79404cd8, Yosys 0.63+post, stock flow scripts
make -C /OpenROAD-flow-scripts/flow DESIGN_CONFIG=/design/flow/config.mk WORK_HOME=/design/flow/orfs finish
==> flow/config.mk <==
export PLATFORM = sky130hd
export DESIGN_NAME = max_output
export DESIGN_NICKNAME = max_output
export VERILOG_FILES = /design/flow/design.v
export SDC_FILE = /design/flow/constraint.sdc
export NUM_CORES = 4
export LEC_CHECK = 1
export CORE_UTILIZATION = 40
==> flow/constraint.sdc <==
current_design max_output

set clk_period 4.7
set clk_io_pct 0.2

create_clock -name clk0 -period $clk_period [get_ports {clk_in}]

set non_clock_inputs [all_inputs -no_clocks]
set_input_delay [expr $clk_period * $clk_io_pct] -clock clk0 $non_clock_inputs
set_output_delay [expr $clk_period * $clk_io_pct] -clock clk0 [all_outputs]
==> results.txt <==
Synthesis and PnR results.

- The highest-delay cell along the critical path reads sky130_fd_sc_hd__mux2i_4.
- For this sky-water flow run, the detailed-routed wirelength per cell is reported as roughly 11 um.
- After synthesis, the largest area contributor takes up a little under two fifths of total cell area.
- In this run the tightest slew margin relative to its limit is between 60 and 70%.
- STA reports the tightest min-delay check as being of type reg -> reg.
- The clock-pin slew on the worst setup and hold paths is approximately 0.06 ns.
- The number of design-rule violations left by the first detailed-router iteration is 36.
- The horizontal die dimension is 67.94 um.
- The residual DRC count reads 0.
- The number of vias per cell reads approximately 4.8.
- The startpoint of the lowest-slack register-to-register path reads max_tmp[19].
- The arrival time at the worst endpoint reads approximately 3.5 ns.
- The number of storage elements in the synthesis netlist reads 32.
- The cell type group with the largest total delay on the critical path is buffers and inverters.
- The placement summary gives the final routability congestion estimate as about 0.73.
- The number of max-slew violations in the final report reads 0.
- The number of flops mapped to enable cells by yosys is 0.
- The fmax is slightly above 0.3 GHz.
- The CTS sink count reads 32.
- The logic depth of the worst register-to-register path is 9.
- The pin count of the biggest net entering global routing reads around 50.
- The clock root buffer is sky130_fd_sc_hd__clkbuf_8.
- TritonCTS built the clock tree.
- The timing report lists the critical path depth as 9 cells.
- On the worst path, the slowest cell contributes a delay of ~0.49 ns.
- The most critical hold endpoint after final layout shows a slack of between 0.4 and 0.5 ns.
- The number of gates given a new drive strength after cts is 0.
- The run finished with clean final reports.
- Global routing used between 10 and 15% of the available tracks across all layers.
- The total power draw reads approximately 0.8 mW.
- The cell row count reads 23.
- The worst path buffer plus inverter count reads 2.
- The post-synthesis share of cell area spent on full adders, half adders and majority gates reads ~15%.
- The global-route wire length before repair reads 4988 um.
- The initial antenna violation count reads 0.
- Clock latency on the worst-skew pair, taken at its later pin, is 0.28 ns.
- The largest buffer count on any clock path reads 2.
- The timing startpoint of the critical path reads p_in[19].
- The number of distinct library cells after synthesis is 25.
- The maximum fanout count along the critical path is 16.
- The hold buffer count at CTS reads 0.
- The count of yosys warnings during synthesis is 1.
- The synthesis run shows multiplexers occupying between 15 and 20% of the cell area.
- After routing the design area is ~2100 sq um.
- The count of TritonRoute iterations in the first routing pass reads 3.
- The number of buffers added for setup after CTS reads 0.
- The power per cell area reads 370.6 nW/um^2.
- The post-synthesis cell type with the largest combined area reads sky130_fd_sc_hd__dfxtp_1.
- Measured along the y axis, the die boundary spans a little under 70 um.
- The sum of overflow across all layers after global routing reads 0.
- The full die area reads 4616 sq um.
- The required time of the critical path reads ~4.9 ns.
- The detail route stage leaves a number of antenna-violating nets equal to 0.
- After Yosys synthesis, AND-OR and OR-AND compound gates account for about 6.8% of the synthesized area.
- The static leakage power is around 0.94 nW.
- The filler cell count is a little under 400.
- The async set-reset flop share out of synthesis reads 0%.
- The biggest combinational cell group after synthesis reads simple AND/OR/NAND/NOR gates.
- The gate count after technology mapping is about 200.
- The H-tree was split into 2 levels.
- The number of failing setup endpoints in the final timing report reads 0.
- The end point of the critical path reads class_tmp[1].
- The initial core utilization reads approximately 43%.
- The ratio of cells with drive above 1 in the final layout reads between 5 and 6%.
- The cell-mix breakdown from Yosys lists the simple-gate area share as between 10% and 20%.
- The per-instance average area after synthesis reads approximately 8.7 sq um.
- The number of diodes added for antenna fixing is 0.
- In the final report, the number of hold violations comes to 0.
- STA lists the endpoint of the worst register-to-register path as class_tmp[1].
- The setup slack of the worst register-to-register path reads 2.13 ns.
- Per the synth stats, the flop cell with the highest instance count is sky130_fd_sc_hd__dfxtp_1.
- After synthesis the cells add up to between 1500 and 2000 sq um.
- The post-placement cell area is a little over 2000 sq um.
- In this run the maximum-capacitance check reported violations numbering 0.
- After layout, the worst path uses 70.38% of the clock period.
- Summing the sequential cell areas from Yosys gives a little under two fifths of the chip area.
- The cell count listed in synth_stat.txt is roughly 200.
- The maximum ir drop on the vdd rail reads about 0.19 mV.
- The final critical path time including I/O delays and setup is ~3.3 ns.
- Walking the worst path, the cells encountered are clkdlybuf4s50_1 -> ha_1 -> and4_4 -> and4_1 -> o21ai_1 -> o211ai_2 -> mux2i_4 -> buf_4 -> mux2i_1.
- The category of the worst setup path launch point is an input pin.
- The pin slew with the least headroom to its limit is between 0.5 and 0.6 ns.
- The worst setup path category is in -> reg.
- The synthesized chip area reported by yosys reads between 1500 and 2000 sq um.
- The wire length after detailed routing is slightly below 3000 um.
- Yosys attributes the largest share of cell area to sky130_fd_sc_hd__dfxtp_1 (37%), sky130_fd_sc_hd__ha_1 (15%), sky130_fd_sc_hd__mux2i_1 (14%).
- The post-route core utilization reads 51.93%.
- The xor and xnor area share after synthesis reads less than 1%.
- In this run the tool buffered the top-level ports with 25 buffer cells.
- Setup repair after global routing left no endpoint under its margin.
- Relative to the synthesized area, the layout overhead comes to 22.01%.
- The via count of the first global-routing pass was 1215.
- After floorplanning, the core was sized to cover 4086 sq um.
- The final setup TNS is 0 ns.
- After legalization and detailed placement, the total HPWL measured approximately 2100 um.
- For this block, the via count after detailed routing is 1320.
- Summing over the stages, the warning tally comes to 25.
- The count of boundary I/O pins is 26.
- The number of buffers added by the clock tree synthesis step reads 5.
- The worst clock skew is about 0.0038 ns.
- The endpoint type of the worst setup path reads a flop.
[power by group]
| part | leakage (nW) | switching, mW | internal (mW) | total [mW] |
|---|---|---|---|---|
| clock | 0.0503 | 0.0942 | 0.130 | 0.224 |
| combinational | 0.629 | 0.119 | 0.116 | 0.235 |
| sequential | 0.263 | 0.0179 | 0.309 | 0.327 |
[sequential cells by signal, indices dropped and copies added, names as in the netlist]
signal	count
class_out	4
class_tmp	4
cnt	4
max_tmp	20
[worst reg2reg max path, cell delays in order (launching register included)]
cell                       delay [ns]
sky130_fd_sc_hd__dfxtp_1         0.33
sky130_fd_sc_hd__inv_1           0.04
sky130_fd_sc_hd__ha_1            0.37
sky130_fd_sc_hd__and4_4          0.27
sky130_fd_sc_hd__and4_1          0.20
sky130_fd_sc_hd__o21ai_1         0.09
sky130_fd_sc_hd__o211ai_2        0.11
sky130_fd_sc_hd__mux2i_4         0.49
sky130_fd_sc_hd__buf_4           0.38
sky130_fd_sc_hd__mux2i_1         0.23
[how the worst min path moves through the flow]
stage | start | end | depth (start not counted)
CTS | class_tmp[2] | class_tmp[2] | 2
global route | class_tmp[3] | class_out[3] | 1
finish | class_tmp[2] | class_tmp[2] | 2
[cells in the mapped netlist, types with 2 or more instances]
library cell	count
sky130_fd_sc_hd__a21oi_1	10
sky130_fd_sc_hd__nand3_1	4
sky130_fd_sc_hd__nor2_1	2
sky130_fd_sc_hd__nor3_1	2
sky130_fd_sc_hd__o21ai_0	3
sky130_fd_sc_hd__ha_1	21
sky130_fd_sc_hd__buf_6	2
sky130_fd_sc_hd__mux2i_1	24
sky130_fd_sc_hd__inv_1	23
sky130_fd_sc_hd__and4_1	4
sky130_fd_sc_hd__dfxtp_1	32
sky130_fd_sc_hd__and2_1	4
sky130_fd_sc_hd__nand2_1	54
sky130_fd_sc_hd__clkbuf_1	4
[metal layers]
metal,global-route usage [%],wire length [um],vias up
met5,0,0,-
met4,2.604,50,0
met3,3.378,155,7
met2,23.53,1223,20
met1,19.50,1509,581
li1,-,-,712
[placed cells by master (no fill, tap or decap), types with 3 or more instances in the layout]
cell type                         synthesis  routed
sky130_fd_sc_hd__o21ai_0                  3       3
sky130_fd_sc_hd__and2_1                   4       4
sky130_fd_sc_hd__clkdlybuf4s50_1          0      25
sky130_fd_sc_hd__inv_1                   23      23
sky130_fd_sc_hd__dfxtp_1                 32      32
sky130_fd_sc_hd__clkbuf_8                 0       7
sky130_fd_sc_hd__and4_1                   4       4
sky130_fd_sc_hd__ha_1                    21      21
sky130_fd_sc_hd__nand3_1                  4       4
sky130_fd_sc_hd__mux2i_1                 24      24
sky130_fd_sc_hd__nand2_1                 54      54
sky130_fd_sc_hd__a21oi_1                 10      10
[layout make-up]
| cell class | instances | area [sq um] | share of cell area, % |
|---|---|---|---|
| Sequential cell | 32 | 640.6 | 30.19 |
| Inverter | 23 | 86.33 | 4.068 |
| Tap cell | 50 | 62.56 | 2.948 |
| Timing Repair Buffer | 27 | 265.3 | 12.50 |
| Clock buffer | 7 | 96.34 | 4.540 |
| Multi-Input combinational cell | 138 | 970.9 | 45.75 |
[logic make-up (layout without fill, tap and decap cells)]
logic type	after synthesis	in the layout
adder cells (fa/ha/maj)	21	21
XOR/XNOR	1	1
AND/OR/NAND/NOR	72	72
multiplexers	25	25
buffers and inverters	30	57
AND-OR/OR-AND	19	19
flip-flops	32	32
[through the flow]
step	setup WS, ns	cells
global route	1.194	277
global placement	1.119	270
CTS	1.362	277
floorplan	1.989	200
finish	1.392	277
detailed placement	1.084	270
No activity file was given, so power comes from the tool's default toggle rates.
