$ cat flow/design.v
`timescale 1ns / 1ps
module clk_div(
   clk_in,
	rst_n,
	n,
   clk_out
   );
input clk_in;
input rst_n;	
input [3:0] n; 
output reg clk_out = 0;
reg [3:0] cnt = 1;	 
always @ (posedge clk_in)
begin
	if (rst_n)
	begin
		cnt <= 1;	 
		clk_out <= 0;
	end
	else
	begin
		if (cnt == (n - 1) >> 1)
		begin
			cnt <= cnt + 1;
			clk_out <= 0;	
		end
		else if (cnt == n - 1)
		begin
			cnt <= 0;
			clk_out <= 1;	
		end
		else
		begin
			cnt <= cnt + 1;
			clk_out <= clk_out;
		end
	end
end
endmodule
$ cat flow/config.mk
export PLATFORM = sky130hd
export DESIGN_NAME = clk_div
export DESIGN_NICKNAME = clk_div
export VERILOG_FILES = /design/flow/design.v
export SDC_FILE = /design/flow/constraint.sdc
export NUM_CORES = 4
export LEC_CHECK = 1
export CORE_AREA = 10 10 70 70
export DIE_AREA = 0 0 80 80
$ cat flow/constraint.sdc
current_design clk_div

set clk_period 2.9
set clk_io_pct 0.2

create_clock -name clk0 -period $clk_period [get_ports {clk_in}]

set non_clock_inputs [all_inputs -no_clocks]
set_input_delay [expr $clk_period * $clk_io_pct] -clock clk0 $non_clock_inputs
set_output_delay [expr $clk_period * $clk_io_pct] -clock clk0 [all_outputs]
$ cat flow/run.sh
#!/bin/bash
# OpenROAD 26Q1-2900-gdf79404cd8, Yosys 0.63+post, stock flow scripts
make -C /OpenROAD-flow-scripts/flow DESIGN_CONFIG=/design/flow/config.mk WORK_HOME=/design/flow/orfs finish
==> impl_metrics.ini <==
; yosys + openroad results
[final_timing]
fin_crit_ps = 2180
setup_viol = 0
final-hold-violation-count = 0
skew_ps = 1.15
max_slew_margin = 0.758
slew_violations = 0
fin_crit_sh = 0.751
tns_ps = 0
rsz0062_at_grt = false
worst_pin_slew_ps = 361
fmax_mhz = 459

[critical_path]
cp_top_family = simple AND/OR/NAND/NOR gates
cp.buffers_inverters = 2
arrival_ps = 2290
cp_num_cells = 7
worst_path_largest_cell_delay_ps = 520
rr_worst_depth = 4
slowest_stage = clkdlybuf4s50_1
critPathCaptureType = register
crit_type = input pin to register
critPathMaxFanout = 5
reg2reg_from = cnt[1]
r2r-end = cnt[2]
worstPathCellList = clkdlybuf4s50_1, inv_1, ha_1, nand2b_1, and3_1, nor4_4, a211oi_1
r2r_slack_ps = 1550
critical_path.startpoint_type = input pin
cp.required_ps = 3010

[synthesis]
ys_sh_mux = 0
synth_cells = 43
compound_area_frac = 0.178
ys_cells = 43
yosysTopAreaCell = dfxtp_1
ys_top_logic_family = XOR/XNOR gates
top_area_frac = 0.250
synth-warning-count = 1
top_cells_by_area = dfxtp_1 25%, xor2_1 11%, xnor2_1 8.8%
adder_share = 0.0625
synthSimpleGateAreaFrac = 0.234
yosys.stat.seqShare = 0.250
ys_sh_xor = 0.238
avgSynthCellArea_um2 = 9.31
yosysUniqueCellTypes = 22
yosys_register_bits = 5
synth_chip_area_um2 = 400
synth_area_um2 = 400

[grt]
grt_antenna_before_repair = 0
grt_start_max_net_pins = 8
grt_usage = 0.0262
grt_first_pass_wirelength_um = 1360
grt.overflow.total = 0
grt_pass1_vias = 309

[floorplanning]
chipHeight_um = 80
rows = 21
fp-utilization = 0.117
ioPinCount = 7
core_area_um2 = 3420
chipArea_um2 = 6400
chipWidth_um = 80

[clock_network]
postCtsResizedCells = 0
ctsRootBufferMaster = clkbuf_4
cts_hold_buf = 0
cts_buffers = 3
cts_setup_buffers = 0
htree_levels = 1
clk_latency_ps = 240
cts_tree = built
clock-sinks = 5
clock_path_buffers = 2
clk_pin_slew_worst_paths_ps = 40

[pwr]
worst_ir_drop_vdd_uv = 201
p_leak_nw = 0.214
powerDensity_nw_per_um2 = 517

[place]
dp.cells = 95
place_hpwl_um = 631
io_buffer_count = 6
placedInstanceArea_um2 = 518
place_congestion = 0.740

[drt]
finalWirelength_um = 809
drc = 0
antenna_cells = 0
detail-route-antenna-nets = 0
avgViaCountPerCell = 3.38
drt-initial-drc-count = 30
firstDrtPassIters = 4
wire_per_inst_um = 8.17
num_vias = 335

[finish]
stdcell_area_um2 = 544
drive_gt1_frac = 0.132
area_delta_synth_final_pct = 35.9
lay_top_count = clkdlybuf4s50_1
fillers = 391
final_cells = 99
final_util = 0.159
lay_top_cells = 6 x clkdlybuf4s50_1, 5 x xor2_1, 5 x dfxtp_1

[run]
warnings = 25
max_cap_violations = 0

[run_status]
status = completed

[min_path]
hp-class = register to register
worstHoldStart = clk_out
hold_depth = 1
min_to = clk_out
## cells in the mapped netlist
library cell / n
nand3_1: 1
dfxtp_1: 5
or2b_1: 1
xnor2_1: 4
o2111ai_1: 1
and3_1: 1
nand3b_1: 2
xnor2_2: 1
nand2b_1: 2
a21oi_1: 2
nor2_1: 2
nor4_4: 1
or3_4: 1
o211a_1: 1
xor2_1: 5
a211oi_1: 2
o211ai_1: 1
ha_1: 2
nand2_1: 2
o211ai_2: 1
inv_1: 4
a21boi_1: 1
## where the power goes
part           internal (mW)  switching (mW)  total, mW
registers             0.0810          0.0190      0.100
logic                 0.0518          0.0488      0.101
clock network         0.0520          0.0289     0.0810
total                  0.185          0.0967      0.282
## worst max-delay path by stage
stage     slack (ps)  startpoint      to
6_report         720        n[0]  cnt[2]
5_1_grt          600        n[0]  cnt[2]
4_1_cts          740        n[0]  cnt[2]
## routing by layer
metal,part of all wire,track usage
met1,0.56,0.0420
met5,0,0
met2,0.28,0.0249
met4,0,0.00352
met3,0.17,0.0193
## stage by stage
step | power [mW] | hold WS, ps | setup slack, ps
6_report | 0.282 | 517 | 721
5_1_grt | 0.305 | 563 | 596
4_1_cts | 0.283 | 511 | 738
3_5_place_dp | 0.200 | 489 | 487
3_3_place_gp | 0.199 | 488 | 515
2_1_floorplan | 0.173 | 450 | 1180
## registers in the layout, indices dropped and copies added, names as in the netlist
name	cells
clk_out	1
cnt	4
## area by class of cell
class / instances / area (um^2) / share of cell area
sequential: 5 / 100 / 0.184
tap: 46 / 57.6 / 0.106
inverter: 4 / 15.0 / 0.0276
multi-input combinational: 34 / 285 / 0.524
clock buffer: 4 / 26.3 / 0.0483
timing repair buffer: 6 / 60.1 / 0.110
## logic make-up after synthesis
kind of cell	count (synthesis)
simple gates	13
xor+xnor	10
compound gates	9
flops	5
buf+inv	4
fa+ha+maj	2
Power and IR drop assume default switching activity.
